==> flow/config.mk <==
export PLATFORM = sky130hd
export DESIGN_NAME = displaydriver_top
export DESIGN_NICKNAME = displaydriver_top
export VERILOG_FILES = /design/flow/design.v
export SDC_FILE = /design/flow/constraint.sdc
export NUM_CORES = 4
export LEC_CHECK = 1
export CORE_UTILIZATION = 50
==> flow/constraint.sdc <==
current_design displaydriver_top

set clk_period 1.8
set clk_io_pct 0.2

create_clock -name clk0 -period $clk_period [get_ports {clk}]
create_clock -name clk1 -period $clk_period [get_ports {sck}]

set non_clock_inputs [all_inputs -no_clocks]
set_input_delay [expr $clk_period * $clk_io_pct] -clock clk0 $non_clock_inputs
set_output_delay [expr $clk_period * $clk_io_pct] -clock clk0 [all_outputs]
==> flow/design.v <==
module controller (input	logic clk,
				  input		logic reset,
				  input		logic cen,
				  input		logic [10:0] shftcnt,
				  input		logic [2:0]	 chpnum,
				  output	logic done,
				  output	logic init,
				  output	logic nxtchp,
				  output	logic cs,
				  output	logic shftset,
				  output	logic csrst,
				  output	logic wrreset,
				  output	logic wden,
				  output	logic [3:0] led);
	typedef enum logic [4:0] {S0, S1, S2, S3, S4, S5, S6, S7, S8, S9, S10, S11} statetype;
	statetype	state, nextstate;
	always_ff @(posedge clk) begin
		if (reset)	state <= S0;
		else		state <= nextstate;
	end
	always_comb
		case (state)
			S0:		if		(cen)  			nextstate = S1;
					else			    	nextstate = S0;
			S1:		if		(~cen)			nextstate = S2;
					else					nextstate = S1;
			S2:								nextstate = S3;
			S3:								nextstate = S4;
			S4:		if		(shftcnt==0)	nextstate = S9;
					else					nextstate = S4;
			S9:								nextstate = S10;
			S10:							nextstate = S5;
			S5:		if		(chpnum==4)		nextstate = S8;
					else					nextstate = S6;
			S6:								nextstate = S7;
			S7:		if		(shftcnt==0)	nextstate = S9;
					else					nextstate = S7;
			S8:		if		(cen)			nextstate = S1;
					else					nextstate = S8;
			default: 				    	nextstate = S0;
		endcase
	assign done = (state==S8);
	assign init = (state==S4)||(state==S7)||(state==S9)||(state==S10);
	assign nxtchp = (state==S2)||(state==S5);
	assign cs = ~((state==S2));
	assign shftset = (state==S3)||(state==S6);
	assign csrst = (state==S0)||(state==S8);
	assign wrreset = (state==S2)||(state==S9);
	assign wden = ~((state==S4)||(state==S7));
	assign led = state;
endmodule
module upcntr #(parameter N=3)
			  (input	logic clk,
			   input	logic en,
			   input	logic reset,
			   output	logic [N-1:0] cnt);
	always_ff @(posedge clk) begin
		if (~reset) 	cnt <= 0;
		else if (en)	cnt <= cnt + 1'd1;
	end
endmodule
module dwncntr #(parameter N=11)
			  (input	logic clk,
			   input	logic en,
			   input	logic set,
			   input	logic [10:0] setval,
			   output	logic [N-1:0] cnt);
	always_ff @(posedge clk) begin
		if (set) 				cnt <= setval;
		else if (en && cnt>0)	cnt <= cnt - 1'd1;
	end
endmodule
module ffenr #(parameter N=1)
			  (input	logic clk,
			   input	logic en,
			   input	logic reset,
			   input	logic [N-1:0] d,
			   output	logic [N-1:0] q);
	always_ff @(posedge clk)
		if 		(~reset)	q<=0;
		else if	(en)		q<=d;
endmodule
module decoder (input	logic [15:0] msg,
			   input	logic [2:0] chpnum,
			   output	logic [13:0] chpdata,
			   output	logic [10:0] shftval);
	logic [6:0] adrr, adrg;
	logic [13:0] chp1, chp2, chp3, chp4, bm;
	logic [4:0] x;
	logic [1:0] y;
	logic [3:0] rg, en;
	logic id;
	assign x = msg[4:0];
	assign y = msg[6:5];
	assign en = msg[10:7];
	assign rg = msg[14:11];
	assign id = msg[15];
	assign bm = {3'b110, 11'b0};
	always_comb
		begin
			if (x<=15) begin	 
				if (y<=1) begin  
					chp2 = bm;	
					chp3 = bm;
					chp4 = bm;
					adrg = 7'h2 * (x) + (y);
					adrr = adrg + 7'h20;
					if (rg) chp1 = {3'b101, adrr, en};
					else chp1 = {3'b101, adrg, en};
				end
				else begin  
					chp1 = bm;
					chp2 = bm;
					chp4 = bm;
					adrg = 7'h2 * (x) + (y - 2'd2);
					adrr = adrg + 7'h20;
					if (rg) chp3 = {3'b101, adrr, en};
					else chp3 = {3'b101, adrg, en};
				end
			end
			else begin	 
				if (y<=1) begin  
					chp1 = bm;
					chp3 = bm;
					chp4 = bm;
					adrg = 7'h2 * (x - 5'd16) + (y);
					adrr = adrg + 7'h20;
					if (rg) chp2 = {3'b101, adrr, en};
					else chp2 = {3'b101, adrg, en};
				end
				else begin  
					chp1 = bm;
					chp2 = bm;
					chp3 = bm;
					adrg = 7'h2 * (x - 5'd16) + (y - 2'd2);
					adrr = adrg + 7'h20;
					if (rg) chp4 = {3'b101, adrr, en};
					else chp4 = {3'b101, adrg, en};
				end
			end
		end
	always_comb
		if (~id) begin
			case (chpnum)
				3'b001:		chpdata = chp1;
				3'b010: 	chpdata = chp2;
				3'b011: 	chpdata = chp3;
				3'b100: 	chpdata = chp4;
				default:	chpdata = chp1;
			endcase
			shftval = 13;
		end
		else begin
			shftval = 11;
			chpdata = {3'b100, msg[14:6], 2'b00};
		end
endmodule
`default_nettype wire
module displaydriver_top (input	logic clk,
						input	logic reset,
						input	logic sck,
						input	logic sdi,
						input	logic cen,
						output	logic done,
						output logic csclk,
						output logic data,
						output logic wr,
						output logic cs,
						output [3:0] led);
	logic [4:0] counter;
	logic divclk;
	always_ff @(posedge clk) begin
		if (~reset) counter <= 0;
		else	   counter <= counter + 2'b1;
	end
	assign divclk = counter[4];
	displaydriver dd(divclk, reset, sck, sdi, cen, done, csclk, data, wr, cs, led);
endmodule
module displaydriver (input	logic clk,
					 input	logic reset,
					 input	logic sck,
					 input	logic sdi,
					 input	logic cen,
					 output	logic done,
					 output logic csclk,
					 output logic data,
					 output logic wr,
					 output logic cs,
					 output [3:0] led);
	logic [15:0] msg;
	logic [13:0] chpdata;
	logic [10:0] shftcnt, shftval;
	logic [2:0] chpnum;
	logic csrst, wrreset, init, sdo, wrpulse, shftset, nxtchp, wden, dclk;
	logic ncs, csd;
	logic counter;
	always_ff @(posedge clk) begin
		if (~reset) counter <= 0;
		else	   counter <= counter + 2'b1;
	end
	assign dclk = counter;
	spireceiver		spi(sck, sdi, cen, sdo, msg);
	decoder			dc(msg, chpnum, chpdata, shftval);
	writedisplay	wd(dclk, reset, ~wrreset, wden, init, chpdata, wr, wrpulse, data);
	controller		cn(dclk, ~reset, cen, shftcnt, chpnum, done, init, nxtchp, cs, shftset, csrst, wrreset, wden, led);
	dwncntr			dcnt(dclk, wrpulse, shftset, shftval, shftcnt);
	upcntr			ucnt(dclk, nxtchp, ~csrst, chpnum);
	assign csclk = nxtchp;
endmodule
module hsosc (input		logic reset,
			  output	logic clk);
	logic [4:0] counter;
	HSOSC #(.CLKHF_DIV(2'b01)) 
		hf_osc (.CLKHFPU(1'b1), .CLKHFEN(1'b1), .CLKHF(osc));
	always_ff @(posedge osc) begin
		if (~reset) counter <= 0;
		else	   counter <= counter + 2'b1;
	end
	assign clk = counter[4];
endmodule
`default_nettype wire
module shftreg #(parameter N=14)
			  (input	logic clk,
			   input	logic reset,
			   input	logic en,
			   input	logic init,
			   input	logic [N-1:0] d,
			   output	logic sdo);
	logic [N-1:0] d1;
	logic enpulse;
	typedef enum logic [2:0] {S0, S1, S2} statetype;
	statetype	state, nextstate;
	always_ff @(posedge clk) begin
		if (~reset)	state <= S0;
		else		state <= nextstate;
	end
	always_comb
		case (state)
			S0:		if 		(en) 	  nextstate = S1;
					else			  nextstate = S0;
			S1:		if 		(en)	  nextstate = S2;
					else			  nextstate = S0;
			S2:		if		(en)	  nextstate = S2;
					else			  nextstate = S0;
			default: 				  nextstate = S0;
		endcase
	assign enpulse = (state == S1);
	always_ff @(negedge clk)
		if (~init)	begin
			sdo = 0;
			d1 = d;
		end
		else if	(enpulse) 	begin
			{sdo, d1[N-1:1]} = d1;
		end
endmodule
module spireceiver #(parameter N=16)
				  (input	logic sck,
				   input	logic sdi,
				   input	logic cen,
				   output	logic sdo,
				   output	logic [N-1:0] msg);
	always_ff @(posedge sck)
        if (cen)  {msg} = {msg[N-2:0], sdi};
endmodule
module writedisplay (input	logic clk,
					input	logic reset,
					input	logic wrreset,
					input	logic cs,
					input	logic init,
					input	logic [13:0] chpdata,
					output	logic wr,
					output	logic wrpulse,
					output	logic sdo);
	logic [1:0] cnt;
	typedef enum logic [2:0] {S0, S1, S2} statetype;
	statetype	state, nextstate;
	always_ff @(posedge clk) begin
		if (~reset)	state <= S0;
		else		state <= nextstate;
	end
	always_comb
		case (state)
			S0:		if 		(wr) 	  nextstate = S1;
					else			  nextstate = S0;
			S1:		if 		(wr)	  nextstate = S2;
					else			  nextstate = S0;
			S2:		if		(wr)	  nextstate = S2;
					else			  nextstate = S0;
			default: 				  nextstate = S0;
		endcase
	assign wrpulse = (state == S1);
	upcntr #(.N(2)) wrcnt(clk, ~cs, wrreset, cnt);
	assign wr = ~cnt[1];
	shftreg #(.N(14)) sr(clk, reset, cnt[1], init, chpdata, sdo);
endmodule
==> flow/run.sh <==
#!/bin/bash
# OpenROAD 26Q1-2900-gdf79404cd8, Yosys 0.63+post, stock flow scripts
make -C /OpenROAD-flow-scripts/flow DESIGN_CONFIG=/design/flow/config.mk WORK_HOME=/design/flow/orfs finish
==> reports/results.tsv <==
metric	value	unit
grt_use_total	20.4	%
layout_top_cell	edfxtp_1	
cp.required	1.73	ns
gp_congestion	0.841	
crit_fanout	19	
clk_pin_slew_worst_paths	0.06	ns
unclocked_pins	40	
cp-start-kind	primary input	
post_cts_resized	0	
cp_slowest_stage_delay	0.46	ns
netlist.area_leader.share	36.5	%
comb_area	1630	um^2
hold_viol	0	
ff_latch_area	1630	um^2
grt_max_degree	27	
holdWs	0.446	ns
maxSlewViolCount	0	
cp_top_family	buffers and inverters	
synth-seq-cells	61	
die_w	84.2	um
postCtsSetupRepairBufs	0	
cp_slowest_cell	clkdlybuf4s50_1	
antenna_found_initial	0	
fp.dieH	84.2	um
grt_pass1_vias	2245	
skew	0.00293	ns
n_fill_cell	543	
viasPerCell	5.79	
edf_count	41	
num_vias	2491	
maxCapViolCount	0	
yosys.area.top_type	edfxtp_1	
drtPass1Iterations	4	
cts_tree	done	
path_class	in -> reg	
dp_hpwl	4910	um
power.density	346	nW/um^2
grt_pass1_wl	11000	um
grt_overflow	0	
leakagePower	1.34	nW
outcome	finished clean	
drc_errors	0	
ys_types	52	
yosysSeqAreaShare	48.3	%
drive_gt1_share	4.82	%
synthArstFlopShare	0	%
setup.worst_path.end_class	flop	
coreArea	6420	um^2
routed_wl	6730	um
crit_arrival	1.07	ns
hp-class	reg -> reg	
synth_area	3380	um^2
untimed_endpoints	74	
yosys_warnings	10	
flop_cell	edfxtp_1	
ys_area	3380	um^2
postCtsHoldBufs	0	
worst_pin_slew	0.806	ns
fp_util	52.6	%
avgRoutedWirePerCell	15.7	um
drt_iter0_drc	83	
cp_cell_sequence	clkdlybuf4s50_1 > buf_4	
setup-tns-final	0	ns
die_area	7080	um^2
final_cell_mix	41 x edfxtp_1, 30 x a21oi_1, 29 x o21ai_0, 26 x nand2_1, 22 x nor2_1	
power	1.26	mW
port_buffers	12	
ir_drop	703	uV
io-pin-count	14	
syn_area_per_cell	9.81	um^2
setup_viol	0	
fp-row-count	29	
antenna_cells	0	
slew_headroom	46.2	%
ys_cells	344	
rsz0062_at_grt	false	
ant_nets	0	
crit_buf_inv	2	
area_leaders	edfxtp_1 36%, dfxtp_1 12%, ha_1 5.2%	
synth_cells	344	
area_growth_syn_to_layout	8.12	%
tool_warnings	30	
-- metal layers --
metal | vias to the layer above | global-route usage (%) | share of wire, %
li1 | 1284 | - | -
met1 | 1135 | 37.3 | 53
met2 | 67 | 27.3 | 40
met3 | 5 | 4.68 | 6.4
met4 | 0 | 1.88 | 0.65
met5 | - | 0 | 0
-- area by class of cell --
type	instances	area share, %
multi-input cells	254	44.7
flip-flops and latches	61	44.7
repair buffers	15	3.91
well taps	77	2.64
clock buffers	7	2.37
inverters	15	1.54
clock inverters	1	0.103
-- registers in the layout, summed over array words and instances (netlist names) --
name             count
counter              5
dd.cn.state          4
dd.counter           1
dd.dcnt.cnt         11
dd.spi.msg          16
dd.ucnt.cnt          3
dd.wd.sr.d1         14
dd.wd.sr.sdo         1
dd.wd.sr.state       2
dd.wd.state          2
dd.wd.wrcnt.cnt      2
-- cell usage after synthesis (4+ instances only) --
master	instances
xor2_1	6
or3_1	5
a211oi_1	4
xnor2_1	9
a21oi_1	30
o21ai_0	29
and3_1	6
and2_1	5
nand3_1	14
nand2b_1	12
clkbuf_1	11
ha_1	14
mux2i_1	6
nor2_1	22
edfxtp_1	41
nor2b_1	5
nand2_1	26
dfxtp_1	20
inv_1	14
o211ai_1	4
nor3_1	9
-- final timing paths --
kind / slack (ns) / from / depth (start not counted) / end
max reg2reg: 0.77 / counter[0]$_SDFF_PN0_ / 4 / counter[4]$_SDFF_PN0_
max in group clk0: 0.76 / reset / 2 / counter[4]$_SDFF_PN0_
min in group clk1: 0.46 / dd.spi.msg[5]$_DFFE_PP_ / 0 / dd.spi.msg[6]$_DFFE_PP_
max: 0.66 / cen / 2 / dd.spi.msg[4]$_DFFE_PP_
min: 0.45 / counter[0]$_SDFF_PN0_ / 1 / counter[0]$_SDFF_PN0_
min reg2reg: 0.45 / counter[0]$_SDFF_PN0_ / 1 / counter[0]$_SDFF_PN0_
-- logic make-up after synthesis --
kind of cell | synth area share, %
fa+ha+maj | 5.78
mux | 1.78
buf+inv | 3.30
simple gates | 19.1
compound gates | 17.2
flops | 48.3
xor+xnor | 4.56
-- report_power, final --
group	total, mW	internal, mW	leakage [nW]	switching (mW)
sequential	0.598	0.561	0.579	0.0373
combinational	0.198	0.0898	0.712	0.109
clock	0.467	0.303	0.0459	0.164
total	1.26	0.953	1.34	0.310
-- through the flow --
stage,cell area (um^2),utilization (%),instances,setup slack (ns)
6_report,3650,56.8,430,0.664
5_1_grt,3650,56.8,430,0.631
4_1_cts,3650,56.8,430,0.662
3_5_place_dp,3560,55.4,422,0.413
3_3_place_gp,3560,55.4,422,0.402
2_1_floorplan,3380,-,344,0.837
Power and IR drop assume default switching activity.
